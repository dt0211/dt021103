**config.mk**
```make
export PLATFORM = sky130hd
export DESIGN_NAME = imm_gen
export DESIGN_NICKNAME = imm_gen
export VERILOG_FILES = /design/flow/design.v
export SDC_FILE = /design/flow/constraint.sdc
export NUM_CORES = 4
export LEC_CHECK = 1
export CORE_AREA = 10 10 74 74
export DIE_AREA = 0 0 84 84
```
**run.sh**
```bash
#!/bin/bash
# OpenROAD 26Q1-2900-gdf79404cd8, Yosys 0.63+post, stock flow scripts
make -C /OpenROAD-flow-scripts/flow DESIGN_CONFIG=/design/flow/config.mk WORK_HOME=/design/flow/orfs finish
```
**design.v**
```verilog
module imm_gen(Instr, Imm_sel, Imm);
parameter WIDTH = 32;
parameter IMM_WIDTH = 3;
input [WIDTH-1:0] Instr;
input [IMM_WIDTH-1:0] Imm_sel;
output reg [WIDTH-1:0] Imm;
always @(Imm_sel or Instr) begin
    case (Imm_sel)
        3'b000: begin
            Imm[10:0] = Instr[30:20];
            if (Instr[31])
                Imm[31:11] = 21'h1fffff;
            else
                Imm[31:11] = 21'h000000;       
        end
        3'b001: begin
            Imm[10:5] = Instr[30:25];
            Imm[4:0] = Instr[11:7]; 
            if (Instr[31])
                Imm[31:11] = 21'h1fffff;
            else
                Imm[31:11] = 21'h000000;   
        end
        3'b010: begin
            Imm[11] = Instr[7];
            Imm[10:5] = Instr[30:25];
            Imm[4:1] = Instr[11:8];
            Imm[0] = 1'b0;
            if (Instr[31])
                Imm[31:12] = 20'hfffff;
            else
                Imm[31:12] = 20'h00000; 
        end
        3'b011: begin
            Imm[11:0] = 12'h000;
            Imm[31:12] = Instr[31:12];
        end
        3'b100: begin
            if (Instr[6:2] == 5'b11011) begin
                Imm[19:12] = Instr[19:12];
                Imm[11] = Instr[20];
                Imm[10:1] = Instr[30:21];
                Imm[0] = 1'b0;
                if (Instr[31])
                    Imm[31:20] = 12'hfff;
                else
                    Imm[31:20] = 12'h000;
            end
            else begin               
                Imm[10:0] = Instr[30:20];
                if (Instr[31])
                    Imm[31:11] = 21'h1fffff;
                else
                    Imm[31:11] = 21'h000000;      
            end
        end
        default: begin
            Imm = 0;
        end
    endcase
end
endmodule
```
**constraint.sdc**
```tcl
current_design imm_gen

set clk_period 2.5
set clk_io_pct 0.2

create_clock -name clk0 -period $clk_period

set non_clock_inputs [all_inputs -no_clocks]
set_input_delay [expr $clk_period * $clk_io_pct] -clock clk0 $non_clock_inputs
set_output_delay [expr $clk_period * $clk_io_pct] -clock clk0 [all_outputs]
```
==> results.txt <==
run metrics: Pre-antenna DRT Iters 4, setup ws final 0.0656 ns, Slew @ Worst Pin roughly 0.31 ns, total core area ~4000 µm², HP Class in -> out, routed len/inst approximately 14 µm, synthesized instance count about 66, Die Size ~7100 µm², vias per cell 4.18, CP Data Arrival Time 1.93 ns, Critical Path RT about 2 ns, initial antenna violation count 0, IR Drop Worst-Case VDD between 0.04 and 0.05 mV, GR Util All Layers ~7.1%, Tcrit/Tclk final 97.4%, relative slew slack roughly 80%, CTS Hold Bufs 0, Flops 0, Placer Congestion around 0.86, # DRC 0, first-pass GRT wire length around 4.3 mm, Gate Area roughly 450 µm², minimum clock period about 2.4 ns, vias in the first global route just over 900, Crit Path Max Fanout 6, fillers between 400 and 500, post-synthesis cell area 463 µm², overall power ~220 µW, fin. max-slew vios 0, Max-area cell share 19.5%, # Cells Yosys between 60 and 70, die width 84 µm, finished layout cell area 1320 µm², final hold viol count 0, Yosys cell types 27, largest net degree at the start of global routing 12, yosys warns 1, Post-DP Area between 1000 and 1500 µm², crit start category input port, layout cell share with drive strength beyond 1 20.0%, Register Area 0 µm², vias 815, crit path capture type output pin, max cap viols 0, final hold slack ~1.5 ns, Setup TNS 0 ns, final WL ~2.7 mm, Die Span Y around 84 µm, Ports about 67, area grow syn2layout 186%, tool warnings 34, Congestion Overflow GR 0, Synth Seq Share 0%, most frequent cells in the layout clkdlybuf4s50_1, buf_4, a21o_1, # rows 23, # clk buffers 0, path type of the worst setup path in -> out, Routed Antenna Nets 0, pwr/cell area around 160 nW/µm², number of port buffers between 60 and 70, status finished, final reports clean, fp util between 10% and 20%, Final Setup Violations 0, Avg Inst Size Synth roughly 7 µm², Synth area leader a21o_1, pre-CTS setup slack -0.230 ns, Yosys Chip Area roughly 460 µm², Post-DP HPWL ~2.2 mm, DRT iter0 DRCs 21, most numerous logic cell after layout clkdlybuf4s50_1, LEAKAGE 0.661 nW, number of inserted diodes 0, Fmax between 400 and 500 MHz, Top area cell types a21o_1, o211ai_1, and3_1
worst paths after layout:
kind                       start  endpoint  slack, ns  depth (start not counted)
worst max-delay path  Imm_sel[1]   Imm[26]       0.07                          6
worst min-delay path   Instr[31]   Imm[11]       1.53                          4
worst max-delay path, cell delays in order:
cell and delay (ns):
dlygate4sd2_1 0.30, buf_6 0.16, o21ai_4 0.17, and3_4 0.25, a21o_1 0.09, clkdlybuf4s50_1 0.47
synth_stat cells:
cell / number
a21o_1: 12
a21oi_1: 1
a22o_1: 4
a41oi_2: 1
and2_1: 3
and3_1: 6
and3_4: 1
and3b_1: 1
and4b_1: 1
buf_2: 2
buf_6: 1
inv_1: 9
nand2_2: 1
nand2b_1: 1
nand3_1: 1
nand3b_1: 2
nand4_1: 1
nand4b_1: 1
nor2_1: 1
nor2_4: 1
nor2b_1: 1
o2111ai_1: 1
o211ai_1: 9
o21ai_0: 1
o21ai_2: 1
o21bai_1: 1
xnor2_1: 1
routing by layer:
metal  track usage (%)  wire, µm  part of all wire (%)  vias up
met5                 0         0                     0        -
met4                 0         0                     0        0
met3              2.95       314                    12        0
met2              11.2      1090                    41       47
met1              9.21      1270                    48      354
li1                  -         -                     -      414
cells by family (layout without fill, tap and decap cells):
logic type | count (synthesis) | in the layout | share of synthesized area, %
AND-OR/OR-AND | 31 | 31 | 52.7
buffers and inverters | 12 | 90 | 11.9
AND/OR/NAND/NOR | 22 | 23 | 33.5
XOR/XNOR | 1 | 1 | 1.89
per-stage QoR:
step / std cells / util (%)
2_1_floorplan: 66 / -
4_1_cts: 194 / 32.2
3_5_place_dp: 193 / 31.9
3_3_place_gp: 193 / 31.9
5_1_grt: 195 / 33.3
6_report: 195 / 33.3
report_power, final:
group / switching (mW) / internal, mW / leakage (nW)
registers: 0 / 0 / 0
clock network: 0 / 0 / 0
logic: 0.0649 / 0.150 / 0.661
final cells by class:
cell class	instances	share of cell area, %
Multi-Input combinational cell	55	34.0
Timing Repair Buffer	81	58.8
Tap cell	50	4.73
Inverter	9	2.55
what timing repair did:
item                       in CTS  in global routing
setup endpoints to repair      32                 18
gates cloned                    1                  0
hold endpoints to repair        0                  0
pin swaps                       4                  3
setup buffers                   0                  1
gates resized                  15                 22
Power figures rest on the tool's default switching activity, not on a simulated workload.
