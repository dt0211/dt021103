[flow/config.mk]
export PLATFORM = sky130hd
export DESIGN_NAME = mux
export DESIGN_NICKNAME = mux
export VERILOG_FILES = /design/flow/design.v
export SDC_FILE = /design/flow/constraint.sdc
export NUM_CORES = 4
export LEC_CHECK = 1
export CORE_AREA = 10 10 70 70
export DIE_AREA = 0 0 80 80
[flow/constraint.sdc]
current_design mux

set clk_period 1.0
set clk_io_pct 0.2

create_clock -name clk0 -period $clk_period

set non_clock_inputs [all_inputs -no_clocks]
set_input_delay [expr $clk_period * $clk_io_pct] -clock clk0 $non_clock_inputs
set_output_delay [expr $clk_period * $clk_io_pct] -clock clk0 [all_outputs]
[flow/design.v]
module mux(in0, in1, sel, out);
parameter WIDTH = 32;
input [WIDTH-1:0] in0, in1;
input sel;
output reg [WIDTH-1:0] out;
always @(*) begin
    out = (sel) ? in1 : in0;
end
endmodule
[flow/run.sh]
#!/bin/bash
# OpenROAD 26Q1-2900-gdf79404cd8, Yosys 0.63+post, stock flow scripts
make -C /OpenROAD-flow-scripts/flow DESIGN_CONFIG=/design/flow/config.mk WORK_HOME=/design/flow/orfs finish
==> flow_summary_export.csv <==
group,metric,value,unit
run_status,outcome,"finished with violations",
run_status,violations,"setup timing",
final_timing,final-setup-viol-count,32,
final_timing,slew_viol_final,0,
final_layout,final_cells,192,
synthesis,synthMuxAreaShare,0.869,
floorplanning,initial_utilization,0.159,
synthesis,synthAoiAreaFrac,0,
synthesis,synth_area,544,sq um
placed_design,portBuffers,97,
final_timing,min_period,1.18,ns
floorplanning,die_y,80,um
synthesis,top_area_frac,0.828,
final_layout,n_sequential_cell,0,
critical_path,path_max_fanout,7,
final_layout,flop_area,0,sq um
worst_hold_path,hold_path_depth,3,
synthesis,yosys-top-cells-area,"mux2_4 83%, buf_12 11%, mux2_2 4.1%, buf_6 2.1%",
placed_design,place_inst,177,
global_routing,grt_pass1_wl,4150,um
global_routing,antenna_found_initial,0,
routing,drt_iter0_drc,4,
worst_hold_path,hp-class,"input pin to output pin",
power,powerDensity,389,nW/um^2
routing,vias_per_cell,3.80,
final_timing,max-slew-margin-rel,0.959,
placed_design,dpl.hpwl,2400,um
final_timing,rsz0062_at_grt,"true",
final_layout,drive_gt1_frac,0.562,
critical_path,cp-end-kind,"output pin",
routing,antenna_cells,0,
synthesis,seq_area_frac_synth,0,
synthesis,yosysChipArea,544,sq um
run,warning_count,34,
global_routing,grtUsageTotal,0.0787,
routing,num_vias,730,
placed_design,dp_slack,-0.497,ns
final_timing,fmax,851,MHz
run,drv_cap,0,
floorplanning,io_pins,97,
synthesis,yosysWarningCount,1,
critical_path,path_common_cell,"buf_12",
synthesis,xor_share,0,
critical_path,crit_arrival,0.98,ns
placed_design,place_congestion,0.760,
global_routing,grt_overflow,0,
worst_hold_path,hp-start,"in0[24]",
global_routing,grt_pass1_vias,824,
synthesis,ys_top_logic_family,"multiplexers",
clock_network,postCtsHoldBufs,0,
floorplanning,die_width,80,um
critical_path,crit_chain,"buf_12, buf_12, buf_8, mux2_4, buf_6",
critical_path,crit_type,"input pin to output pin",
placed_design,placed_cell_area,1540,sq um
routing,ant_nets,0,
floorplanning,num_rows,21,
synthesis,post-synth-top-area-cell,"mux2_4",
critical_path,critPathLaunchType,"input pin",
worst_hold_path,min_to,"out[24]",
synthesis,netlist_instances,36,
final_layout,nClkBuffers,0,
synthesis,ys_sh_simple,0,
synthesis,top_cell,"mux2_4",
synthesis,synth.avg_cell_area,15.1,sq um
final_layout,fillCellCount,327,
synthesis,yosysUniqueCellTypes,4,
synthesis,fa_ha_area_frac,0,
final_timing,final.setup.worst_slack,-0.175,ns
routing,totalWireLength,2850,um
critical_path,cp_slowest_cell,"mux2_4",
final_layout,design_area,1700,sq um
power,p_leak,0.990,nW
floorplanning,chipArea,6400,sq um
power,power,0.660,mW
final_timing,hold_viol_final,0,
routing,drc,0,
critical_path,cp_top_family,"buffers and inverters",
critical_path,critPathRequiredTime,0.80,ns
critical_path,worst-path-buf-inv,4,
power,ir_worst_vdd,0.173,mV
synthesis,yosys_cells,36,
global_routing,grt_start_max_net_pins,8,
final_timing,worst_pin_slew,0.0611,ns
routing,first_pass_iters,2,
critical_path,max_stage_delay,0.30,ns
routing,wl_per_cell,14.8,um
final_timing,fin_crit_sh,1.18,
final_layout,syn2layout_area_growth,212,%
floorplanning,coreArea,3420,sq um
synthesis,top_cells_by_count,"30 x mux2_4, 3 x buf_12, 2 x mux2_2",
per-layer routing:
metal,GRT usage,part of all wire
met1,0.0897,0.40
met2,0.143,0.49
met3,0.0307,0.11
met4,0,0
met5,0,0
logic make-up after synthesis:
logic type  after synthesis
buf+inv                   4
mux                      32
layout make-up:
cell class	count	area (sq um)	share of cell area
multi-input combinational	32	480	0.283
tap	46	57.6	0.0339
timing repair buffer	114	1160	0.683
report_power, final:
group          total (mW)  internal [mW]  switching (mW)
registers               0              0               0
clock network           0              0               0
logic               0.660          0.519           0.141
total               0.660          0.519           0.141
how the worst max path moves through the flow:
stage     cells after the start  from  slack [ns]  endpoint
6_report                      5   sel       -0.18   out[31]
4_1_cts                       5   sel       -0.18    out[0]
5_1_grt                       5   sel       -0.19   out[31]
what timing repair did:
action | CTS | global route
setup buffers | 14 | 0
gates resized | 170 | 23
cloned | 1 | 0
endpoints found under the setup margin | 32 | 32
placed cells by master, fill, tap and decap left out, drive strengths merged:
| cell | instances |
|---|---|
| dlygate4sd2 | 40 |
| buf | 50 |
| dlymetal6s2s | 14 |
| mux2 | 32 |
| clkdlybuf4s50 | 10 |
stage by stage:
step,utilization,hold WS [ns],setup TNS [ns]
2_1_floorplan,-,0.498,0
3_3_place_gp,0.450,1.33,-15.25
3_5_place_dp,0.450,1.33,-15.27
4_1_cts,0.470,0.800,-5.20
5_1_grt,0.497,0.714,-5.62
6_report,0.497,0.694,-5.03
Power figures rest on the tool's default switching activity, not on a simulated workload.
