**./design.v**
```verilog
module bloodfor(in, out);
parameter WIDTH = 32;
input [WIDTH-1:0] in;
output reg [WIDTH-1:0] out;
always @(*) begin
    out = in+4;
end
endmodule
```
**./constraint.sdc**
```tcl
current_design bloodfor

set clk_period 6.9
set clk_io_pct 0.2

create_clock -name clk0 -period $clk_period

set non_clock_inputs [all_inputs -no_clocks]
set_input_delay [expr $clk_period * $clk_io_pct] -clock clk0 $non_clock_inputs
set_output_delay [expr $clk_period * $clk_io_pct] -clock clk0 [all_outputs]
```
**./run.sh**
```bash
#!/bin/bash
# OpenROAD 26Q1-2900-gdf79404cd8, Yosys 0.63+post, stock flow scripts
make -C /OpenROAD-flow-scripts/flow DESIGN_CONFIG=/design/flow/config.mk WORK_HOME=/design/flow/orfs finish
```
**./config.mk**
```make
export PLATFORM = sky130hd
export DESIGN_NAME = bloodfor
export DESIGN_NICKNAME = bloodfor
export VERILOG_FILES = /design/flow/design.v
export SDC_FILE = /design/flow/constraint.sdc
export NUM_CORES = 4
export LEC_CHECK = 1
export CORE_AREA = 10 10 70 70
export DIE_AREA = 0 0 80 80
```
==> commit_impl_results.txt <==
Refresh implementation metrics

- Routed via count: 771
* Overall die width: 80 um
* Path class of the lowest-slack min-delay path: input port to output port
- The critical path endpoint has a required time of 5.52 ns.
* Resize count post-CTS: 0
- The count of nets left with antenna violations once routing finished came out at 0.
* Router iterations before antenna repair: 4
* Vias in the first global route: 837
- The tool warning count for the run is 32.
* Compound-gate portion of the synthesized area: 0%
* Arrival time at the worst endpoint: 3.59 ns
- For reference, the top logic cell family by area is simple AND/OR/NAND/NOR gates.
* Cell with the largest stage delay on the worst path: sky130_fd_sc_hd__clkdlybuf4s50_1
* Average detailed-routed wire length per instance: 12.1 um
- The sequential cells in the finished layout cover a total of 0 um2.
* Core Area: 3420 um2
* Count of endpoints failing setup in the final report: 0
- The repair_antennas step left the layout with diodes totalling 0.
- After detailed routing, no signal wire sits above met3.
- The synthesized netlist devotes 2.16% of its cell area to adder and majority cells.
- Crit Path Class: input port to output port
* Port-buffer cells: 60
- The first global-routing pass estimated 3780 um of wire.
- Sequential element share of the synthesized area: 0%
- Global routing used 6.95% of the available tracks.
- After detailed routing, the number of vias per cell comes to 4.12.
- Setup repair after global routing missed its margin: false
* Crit path cell chain: clkdlybuf4s50_1 -> ha_1 -> nand3_1 -> nor4_4 -> nand3_1 -> xnor2_1 -> clkdlybuf4s50_1
* Top delay family on crit path: buffers and inverters
* Highest net fanout along the worst path: 8
- Total power consumption of the routed design: 0.0553 mW
- Die Ht: 80 um
- Looking at area per cell type in the netlist, the leader is sky130_fd_sc_hd__xnor2_1.
* M1 wire length: 891 um
* Number of max-capacitance violations reported: 0
* Yosys chip area: 581 um2
- Synthesis produced 83 cells.
* IO Count: 64
- Cell area after placement: 1220 um2
* Maximum achievable frequency: 201 MHz
* XORs/XNORs by Area: 42.2%
- Final WL: 2270 um
- Static leakage power: 0.423 nW
- The max-slew check reports its worst relative slack as 67.2%.
- Cells after DPL: 187
* Yosys cell types: 18
- Post-layout period usage: 72.0%
- Final weighted congestion in routability-driven placement: 0.734
- Once layout is done, the placed cells without fillers occupy 1220 um2.
- Of the post-synthesis cell area, the part taken by muxes is 0%.
- Setup_tns: 0 ns
- GR Overflow Total: 0
- Seq_cells: 0
- Simple-Gate Fraction of Synth Area: 51.7%
* Ranking of synthesized cells by area: sky130_fd_sc_hd__xnor2_1 (32%), sky130_fd_sc_hd__xor2_1 (11%), sky130_fd_sc_hd__nand4_1 (9.7%), sky130_fd_sc_hd__nand3_1 (8.6%), sky130_fd_sc_hd__nor4_4 (7.3%)
* Cells in synth_stat.txt: 83
* Post-placement setup slack: 1.87 ns
- The final timing report derives a shortest allowable period of 4.97 ns.
- Worst path buffer plus inverter count: 2
- The number of hold buffers added after CTS was 0.
* Area growth from synthesis to layout: 111%
- Total power normalized to cell area comes to 45.2 nW/um2.
- The run finished with clean final reports.
- Largest incremental delay on the critical path: 0.52 ns
- FP Rows: 21
* Chip footprint: 6400 um2
* Slew at the pin closest to its max-slew limit: 0.488 ns
- In the final layout, the multi-input gates occupy 558 um2.
- Hold Violations, Final: 0
* Number of post-CTS setup repair buffers: 0
* Post-Synthesis Mean Instance Area: 6.99 um2
- The number of antenna violations at the first check in global routing is 0.
- Entering global routing, the biggest net connects 9 pins.
- The final timing report gives a worst setup slack of 1.93 ns.
- The synthesized netlist occupies a cell area of 581 um2.
- Hold_ws: 2.76 ns
* Warnings, synthesis: 1
* Fillers: 358
* Sort of element at the start of the critical path: input port
- Remaining routing DRC violations: 0
* Routed wl met2: 1070 um
* Fraction of synthesized cell area taken by the top area cell type: 31.7%
* Setup crit end kind: output port
- The detailed router finished its first iteration with 23 violations.
- Final cell count without fillers: 187
- Once layout is complete, the utilization of the core stands at 35.8%.
- Cells with a size suffix above 1 make up 4.96% of the layout.
- Max-slew violation count: 0
- Post-DP HPWL: 2020 um
- At the floorplan stage, the core utilization is reported as 17.0%.
- The analysis reports a worst IR drop on VDD of 22.7 uV.
- WL met3: 305 um
- Counting the clock-network buffers in the layout gives 0.
[cells in the final DEF (no fill, tap or decap)]
master                            count
sky130_fd_sc_hd__nor4_4               2
sky130_fd_sc_hd__nor3_1               3
sky130_fd_sc_hd__ha_1                 1
sky130_fd_sc_hd__nand2_1             10
sky130_fd_sc_hd__nor2_1               7
sky130_fd_sc_hd__nand3_1             10
sky130_fd_sc_hd__nand4_2              1
sky130_fd_sc_hd__or2_2                2
sky130_fd_sc_hd__nand4_1              9
sky130_fd_sc_hd__xor2_1               7
sky130_fd_sc_hd__and3_1               2
sky130_fd_sc_hd__clkdlybuf4s50_1     60
sky130_fd_sc_hd__and4_1               1
sky130_fd_sc_hd__xnor2_1             21
sky130_fd_sc_hd__and4_2               1
sky130_fd_sc_hd__inv_1                2
sky130_fd_sc_hd__nand3_2              1
sky130_fd_sc_hd__and2_1               1
[worst paths after layout]
check	start	to	depth (start not counted)
setup / recovery	in[2]	out[30]	7
hold / removal	in[0]	out[0]	0
[logic make-up after synthesis]
group,after synthesis
fa+ha+maj,1
simple gates,50
buf+inv,4
xor+xnor,28
[metal layers]
metal	track usage [%]	vias to the layer above
li1	-	409
met1	8.17	330
met2	12.0	32
met3	3.18	0
met4	0	0
met5	0	-
[synthesized netlist by cell type (all sizes together)]
cell type,instances
nor3,3
nor4,2
nor2,7
nand4,10
ha,1
nand2,10
buf,2
and4,2
and3,2
and2,1
xor2,7
or2,2
inv,2
xnor2,21
nand3,11
[where the power goes]
| group | internal (mW) | total (mW) | leakage [nW] | switching, mW |
|---|---|---|---|---|
| sequential | 0 | 0 | 0 | 0 |
| combinational | 0.0385 | 0.0553 | 0.423 | 0.0168 |
| clock | 0 | 0 | 0 | 0 |
[final cells by class]
class                      count  share of cell area (%)
tap                           46                    4.70
multi-input combinational     79                    45.6
timing repair buffer          60                    49.1
inverter                       2                   0.613
Power figures rest on the tool's default switching activity, not on a simulated workload.
